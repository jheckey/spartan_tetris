## flow/run.sh

```bash
#!/bin/bash
# OpenROAD 26Q1-2900-gdf79404cd8, Yosys 0.63+post, stock flow scripts
make -C /OpenROAD-flow-scripts/flow DESIGN_CONFIG=/design/flow/config.mk WORK_HOME=/design/flow/orfs finish
```

## flow/design.v

```verilog
module siggen (
    input   wire        clk,         
    input   wire        rst,
    input   wire [0:10] hcnt,
    input   wire [0:9]  vcnt,
    output  reg  [0:47] pixels
);
localparam XOFFSET = 221;		 
localparam YOFFSET = 12;	 
wire    [0:10]  offset_x = hcnt - XOFFSET;		 
wire    [0:9]   offset_y = vcnt - YOFFSET;		 
wire    [0:5]   tile_x 	 = offset_x[0:5];
wire    [0:5]   tile_y 	 = offset_y[0:5];
reg     [0:47]  pixels_n;
always @( posedge clk ) begin
    if ( rst ) begin
        pixels  <= 48'd0;
    end
    else begin
        pixels  <= pixels_n;
    end
end
always @* begin
    pixels_n = {8{{tile_x[3:5],tile_y[3:5]}}};
end
endmodule
```

## flow/constraint.sdc

```tcl
current_design siggen

set clk_period 2.0
set clk_io_pct 0.2

create_clock -name clk0 -period $clk_period [get_ports {clk}]

set non_clock_inputs [all_inputs -no_clocks]
set_input_delay [expr $clk_period * $clk_io_pct] -clock clk0 $non_clock_inputs
set_output_delay [expr $clk_period * $clk_io_pct] -clock clk0 [all_outputs]
```

## flow/config.mk

```make
export PLATFORM = sky130hd
export DESIGN_NAME = siggen
export DESIGN_NICKNAME = siggen
export VERILOG_FILES = /design/flow/design.v
export SDC_FILE = /design/flow/constraint.sdc
export NUM_CORES = 4
export LEC_CHECK = 1
export CORE_AREA = 10 10 70 70
export DIE_AREA = 0 0 80 80
```

==> run notes <==
The detail-routed net length per standard cell is 11.9 um. In the synthesized netlist the dominant register cell turns out to be dfxtp_1. The number of iterations in the first detailed-routing pass was 1; the transition time of the tightest slew-check pin was 0.244 ns. The largest registers in the layout are pixels x6. TritonRoute reported its final design rule violation total as 0.

Looking at the clock tree report, the maximum root-to-sink buffer count equals 2. The logs give 0 ns for the aggregate negative setup slack and 83.7% for the worst slew margin relative to its limit. The cell count after synthesis came out at 67. The highest metal layer used by the detailed router was met4.

The placement stage leaves a total instance area of 945 um^2. In this run the biggest area consumer among cell types represents 54.2% of the synthesized area. For the count of nets left with antenna violations after detail routing, the log shows 0. In this run the cell area of the synthesized design comes to 582 um^2. Counting flops and latches in the post-synthesis netlist gives 6. The category of the most critical setup path is reg2out.

STA classifies the critical path startpoint as a flop. The script computed a power per unit cell area of 445 mW/mm^2. After clock tree synthesis, the flow added hold-fix buffers numbering 0.

Global routing consumed, over all layers together, 4.23% of the routing resources. The timing report shows that the slowest cell on the worst path is clkdlybuf4s50_1. The run gives 1 as the count of yosys warnings during synthesis.

According to the floorplan report, the total die area is 0.00640 mm^2. The number of warnings the tools reported is 33, and the wire length of the first global-routing pass is 2190 um. For this run the top cell type by instance count after synthesis was buf_4. Setup repair after global routing left no endpoint under its margin. STA puts the critical path data required time at 1.60 ns. The number of slew-limit violations in the final report is 0, and the number of instances resized during post-cts repair is 0. Each instance of the synthesized netlist takes up on average 8.68 um^2. The placement summary gives the final routability congestion estimate as 0.661. In this run the horizontal extent of the chip is 80 um. The logs give 1500 um for the detailed-placement wirelength estimate and 0.798 ns for the post-route worst hold slack.

With the total via count after detailed routing at 429, the total wire length after detailed routing is 1610 um. For the sum of overflow across all layers after global routing, the log shows 0. The synthesized design contains 0 enable-type register cells. Per the log, the first TritonRoute iteration ended with a DRC count of 0.

TritonCTS built the clock tree. The flow ran to the end, and the final reports show no timing, DRC or antenna violations. For reference, the placement row count at floorplan is 21. According to the I/O placement log, the pin count is 71. The run gives 620 MHz as the maximum clock frequency.

Ranked by instance count, the synthesized netlist is headed by 42 x buf_4, 7 x nor2_1, 6 x dfxtp_1. At the floorplan stage, the core utilization is reported as 17.0%. The tools report the peak ir drop on the vdd network as 0.000186 V. The run gives 722 um for the met2 wirelength from detailed routing.

The biggest area contributor in the post-synthesis netlist is buf_4. Entering global routing, the biggest net connects 9 pins. TritonCTS created 3 clock buffers.

Count of final setup violators: 0. The report shows a maximum critical-path fanout of 8. The finished cells cover 967 um^2.

Counting flops per register, the top entry is pixels. The tools report the maximum level of the CTS H-tree as 1. The tools report the root buffer selected by CTS as clkbuf_4. The register with the most flip-flops in the layout has 6 of them. The logic depth of the worst path, buffers included works out to 1. The logs give 0 for the count of final hold-check violations and 0 for the total setup buffers inserted after CTS. The count of buffers inserted at the top-level ports was 62. In the final layout, the share of cells above drive strength 1 is 7.78%. The synthesized netlist contains 13 unique library cells. The fraction of synthesis flops using an asynchronous set or reset pin works out to 0%. In the per-layer summary, the met1 wirelength comes to 564 um. The share of the clock period used by the worst path after layout was 80.6%. The core area came out at 0.00342 mm^2. In the detailed route, the total length drawn on met3 is 300 um. The area growth from synthesis to final layout is 66.2%. The type of element capturing the critical path was a primary output. The kind of cell with the highest combined delay along the critical path is buffers and inverters. The run gives 1 for the number of buffers and inverters on the critical path. The hold-critical path depth came out at 3. The script logs the ratio of routed vias to standard cells as 3.15. The path class of the lowest-slack min-delay path is in2reg. With the vertical die dimension at 80 um, the sequential share of the synthesized area is 20.6%. For the summed standard-cell area reported by yosys, the log shows 582 um^2.

Final antenna diode count: 0. Max-cap violations in this run came to 0. The clock sink count came out at 6. In the Yosys report the total cell count is 67. At the worst endpoint, the arrival time is 1.21 ns.

After clock tree synthesis, the clock-pin slew on the worst setup and hold paths is 0.04 ns. Yosys attributes the largest share of cell area to buf_4 54%, dfxtp_1 21%, nor2_1 4.5%. The tools report the static leakage as 0.344 nW. After layout, the minimum clock period comes to 1.61 ns. Per STA, the worst path is made up of clkdlybuf4s50_1. The initial antenna violation count was 0; the longest individual stage delay on the worst path was 0.53 ns.

The number of global-route vias before repair came out at 392.
area by class of cell:
type	count	area (um^2)
fillers	360	2450
inverters	1	3.75
clock buffers	3	22.5
well taps	46	57.6
flip-flops and latches	6	120
multi-input cells	18	143
repair buffers	62	621
stage by stage:
step	setup slack (ns)	total power [mW]	cells	utilization (%)
6_report	0.388	0.430	136	28.3
5_1_grt	0.283	0.461	136	28.3
4_1_cts	0.341	0.442	136	28.3
3_5_place_dp	0.306	0.333	133	27.7
3_3_place_gp	0.309	0.331	133	27.7
2_1_floorplan	0.858	0.233	67	-
cell families (layout without fill, tap and decap cells):
kind of cell	after synthesis	after routing	synth area share (%)
and+or+nand+nor	9	9	6.67
AOI/OAI and AO/OA	5	5	10.8
muxes	1	1	2.58
buffers and inverters	43	66	54.8
DFF	6	6	20.6
xor gates and xnor gates	3	3	4.52
cells in the final DEF (no fill, tap or decap):
| cell | synthesis | layout |
|---|---|---|
| a21oi_1 | 1 | 1 |
| nor2b_1 | 1 | 1 |
| clkbuf_4 | 0 | 3 |
| and3_1 | 1 | 1 |
| dfxtp_1 | 6 | 6 |
| a211oi_2 | 1 | 1 |
| inv_1 | 1 | 1 |
| clkdlybuf4s50_1 | 0 | 62 |
| nor2_1 | 7 | 7 |
| a211oi_1 | 1 | 1 |
| mux2_4 | 1 | 1 |
| xnor2_1 | 3 | 3 |
| a21boi_2 | 1 | 1 |
| o2111ai_4 | 1 | 1 |
metal layers:
| metal | vias to the layer above | track usage [%] |
|---|---|---|
| met2 | 37 | 7.14 |
| met4 | 0 | 0.704 |
| met5 | - | 0 |
| li1 | 219 | - |
| met1 | 170 | 4.42 |
| met3 | 3 | 2.61 |
report_power, final:
part	internal [mW]	switching (mW)	total (mW)
Combinational	0.148	0.0302	0.178
Sequential	0.130	0.0170	0.147
Clock	0.0675	0.0385	0.106
worst paths after layout:
check / startpoint / to
setup / recovery: pixels[2] / pixels[14]
hold / removal: hcnt[4] / pixels[1]
Power is estimated from default activity; no workload was simulated.
