===== flow/design.v =====
module vga (
    input   wire        clk,         
    input   wire        rst,
    input   wire        enable,
    input   wire        clear,
    input   wire [0:47] pixels,
    output  reg  [0:10] hcnt,
    output  reg  [0:9]  vcnt,
    output  reg         vga_HS,
    output  reg         vga_VS,
    output  reg         vga_R,
    output  reg         vga_G,
    output  reg         vga_B
);
localparam VGA_TSYNC_H  = 1600;
localparam VGA_TDISP_H  = 1568;
localparam VGA_TPULSE_H = 192;
localparam VGA_TFP_H    = 224;
localparam VGA_TSYNC_V  = 521;
localparam VGA_TDISP_V  = 492;
localparam VGA_TPULSE_V = 2;
localparam VGA_TFP_V    = 12;
reg  [0:47] buffer;
reg  [0:10] __hcnt, hcnt_n;
reg  [0:9]  __vcnt, vcnt_n;
reg  [0:47] buffer_n;
reg         vga_HS_n;
reg         vga_VS_n;
reg         vga_R_n;
reg         vga_G_n;
reg         vga_B_n;
always @( posedge clk ) begin
    if (rst) begin
        __hcnt      <= 11'd0;
        __vcnt      <= 10'd0;
        hcnt        <= 11'd0;
        vcnt        <= 10'd0;
        buffer      <= 48'd0;
        vga_HS      <= 1'b0;
        vga_VS      <= 1'b0;
        vga_R       <= 1'b0;
        vga_G       <= 1'b0;
        vga_B       <= 1'b0;
    end
    else if (!enable) begin
        __hcnt      <= 11'd0;
        __vcnt      <= 10'd0;
        hcnt        <= 11'd0;
        vcnt        <= 10'd0;
        buffer      <= 48'd0;
        vga_HS      <= 1'b1;
        vga_VS      <= 1'b1;
        vga_R       <= 1'b0;
        vga_G       <= 1'b0;
        vga_B       <= 1'b0;
    end
    else begin
        __hcnt      <= hcnt_n;
        __vcnt      <= vcnt_n;
        hcnt        <= hcnt_n;
        vcnt        <= vcnt_n;
        buffer      <= buffer_n;
        vga_HS      <= vga_HS_n;
        vga_VS      <= vga_VS_n;
        vga_R       <= (clear) ? 1'b0 : vga_R_n;
        vga_G       <= (clear) ? 1'b0 : vga_G_n;
        vga_B       <= (clear) ? 1'b0 : vga_B_n;
    end
end
always @* begin
    hcnt_n     = hcnt;
    vcnt_n     = vcnt;
    vga_HS_n = ( hcnt < VGA_TPULSE_H ) ? 1'b0 : 1'b1;    
    vga_VS_n = ( vcnt < VGA_TPULSE_H ) ? 1'b0 : 1'b1;    
    if ( hcnt < VGA_TSYNC_H ) begin
        hcnt_n = hcnt + 10'd1;
    end
    else begin
        hcnt_n = 10'd0;
        vcnt_n = ( vcnt < VGA_TSYNC_V ) ? vcnt + 10'd1 : 10'd0;
    end
    if ( __hcnt >= VGA_TFP_H && __hcnt < VGA_TDISP_H && 
         __vcnt >= VGA_TFP_V && __vcnt < VGA_TDISP_V ) begin
        if ( __hcnt[10] == 1'b1 ) begin
               vga_R_n = vga_R;
               vga_G_n = vga_G;
               vga_B_n = vga_B;
        end
        else begin
               vga_R_n = buffer[45];
               vga_G_n = buffer[46];
               vga_B_n = buffer[47];
        end
    end
    else begin
        vga_R_n = 1'b0;
        vga_G_n = 1'b0;
        vga_B_n = 1'b0;
    end
    if ( hcnt[6:10] == 5'h1E ) begin
        buffer_n = pixels;
    end
    else if ( hcnt >= VGA_TFP_H && hcnt < VGA_TDISP_H && 
              vcnt >= VGA_TFP_V && vcnt < VGA_TDISP_V &&
                  hcnt[10] == 1'b0) begin
        buffer_n = buffer >> 3;  
    end
    else begin
        buffer_n = buffer;   
    end
end
endmodule

===== flow/run.sh =====
#!/bin/bash
# OpenROAD 26Q1-2900-gdf79404cd8, Yosys 0.63+post, stock flow scripts
make -C /OpenROAD-flow-scripts/flow DESIGN_CONFIG=/design/flow/config.mk WORK_HOME=/design/flow/orfs finish

===== flow/config.mk =====
export PLATFORM = sky130hd
export DESIGN_NAME = vga
export DESIGN_NICKNAME = vga
export VERILOG_FILES = /design/flow/design.v
export SDC_FILE = /design/flow/constraint.sdc
export NUM_CORES = 4
export LEC_CHECK = 1
export CORE_UTILIZATION = 50

===== flow/constraint.sdc =====
current_design vga

set clk_period 13.3
set clk_io_pct 0.2

create_clock -name clk0 -period $clk_period [get_ports {clk}]

set non_clock_inputs [all_inputs -no_clocks]
set_input_delay [expr $clk_period * $clk_io_pct] -clock clk0 $non_clock_inputs
set_output_delay [expr $clk_period * $clk_io_pct] -clock clk0 [all_outputs]

==> results.toml <==
# yosys + openroad results
[status]
status = "finished clean"

[routing]
routed_wl_mm = 7.37
viasPerCell = 5.36
firstDrtPassIters = 6
drtAntennaViolNets = 0
vias = 2954
diodes = 0
post-route-drc-count = 0
wl_per_cell_um = 13.4
drt_iter0_drc = 177

[logic_synthesis]
yosys_most_used_dff = "dfxtp_1"
ys_cells = 404
top_cells_by_area = "dfxtp_1, a21oi_1, o21ai_0, nand2_1, nor2_1"
yosysMostFrequentCell = "a21oi_1"
synth.top_cell.area_share = 0.453
synth_area_um2 = 3270
adder_share = 0.0230
synthCells = 404
simple_gate_area_frac = 0.171
yosysWarnings = 1
top_cells_by_count = "a21oi_1, dfxtp_1, nand2_1, o21ai_0, nor2_1"
edf_count = 0
syn_avg_cell_area_um2 = 8.09
ys_area_um2 = 3270
synth_top_cell_by_area = "dfxtp_1"
top_logic_kind = "AND-OR/OR-AND gates"
synth-seq-area-share = 0.453
ys_sh_xor = 0.0322
mux_area_frac = 0.0161
ys.flops = 74
yosys.area_share.aoi = 0.250
postSynth.asyncResetShare = 0
synth_cell_types = 35

[clock_network]
cts_tree = "yes"
cts_root_buf = "clkbuf_8"
cts_buffer_depth = 2
clk_latency_ns = 0.35
post-cts-setup-buffer-count = 0
cts_resized = 0
cts_hold_buf = 0
cts-buffers-inserted = 9
clk_pin_slew_ns = 0.07
cts_max_level = 3
clkSinkCount = 74

[timing]
timing.final.crit_share = 0.315
rsz0062_at_grt = "false"
tightest_slew_ns = 0.526
slew_viol_final = 0
setup_viol = 0
skew_ns = 0.00932
fin_setup_tns_ns = 0
slew_headroom = 0.650
hold_ws_ns = 0.454
max_freq_mhz = 239
hold_viol_final = 0
period_needed_ns = 4.19

[worst_setup_path]
cp-end-kind = "output port"
cp_cell_sequence = "clkdlybuf4s50_1"
cp_slowest_stage_delay_ns = 0.63
worstPathRequired_ns = 10.64
start_kind = "register"
path_buffers = 1
critPathKind = "register to output port"
critPathArrivalTime_ns = 1.53
cp_top_family = "flip-flops"
crit_slowest_cell = "dfxtp_1"
crit_fanout = 11

[floorplanning]
initCoreUtil = 0.518
num_rows = 29
ioPinCount = 78
design.core.area_um2 = 6310
dieWidth_um = 82.8
dieArea_um2 = 6860
die_h_um = 82.8

[global_route]
grt_usage = 0.222
grt_max_degree = 49
gr-total-overflow = 0
grt_pass1_wl_mm = 12.5
antenna_found_initial = 0
grt_pass1_vias = 2710

[placed_design]
dp_hpwl_mm = 4.43
place_inst = 535
portBuffers = 77
globalplace.congestion = 0.793

[layout]
fin_cells = 551
fillers = 538
drive_above_1_share = 0.0654
final_util = 0.666
area_growth_pct = 28.6

[power_and_ir_drop]
peakVddDrop_uv = 83.0
power_mw = 0.418
p_leak_nw = 1.35
powerDensity_nw_per_um2 = 99.5

[run]
warnings = 32
drv_cap = 0

[worst_hold_path]
hold_path_class = "register to register"
[worst reg2reg max path: stages (launching register included)]
cell      delay (ns)
dfxtp_1         0.42
o311ai_4        0.46
o41ai_2         0.20
or4_4           0.72
nand3_1         0.20
a21oi_1         0.07
[state kept, by name, indices dropped and copies added (netlist names)]
register	cells
hcnt	11
vga_VS	1
vcnt	10
buffer	48
vga_R	1
vga_HS	1
vga_G	1
vga_B	1
[area by class of cell]
| cell class | count | area (um^2) | share of cell area |
|---|---|---|---|
| flip-flops and latches | 74 | 1480 | 0.352 |
| well taps | 77 | 96.3 | 0.0229 |
| clock inverters | 7 | 70.1 | 0.0167 |
| inverters | 5 | 18.8 | 0.00447 |
| clock buffers | 9 | 124 | 0.0295 |
| multi-input cells | 298 | 1610 | 0.383 |
| repair buffers | 81 | 801 | 0.191 |
[power by group]
group	switching, mW	internal (mW)	leakage [nW]	total [mW]
combinational	0.00750	0.0162	0.655	0.0237
sequential	0.000940	0.222	0.597	0.223
clock	0.0852	0.0862	0.0990	0.171
total	0.0936	0.324	1.35	0.418
[stage by stage]
step	worst slack, ns	cell area, um^2
global route	9.00	4200
CTS	9.09	4200
detailed placement	9.00	4010
finish	9.11	4200
global placement	9.05	4010
floorplan	9.83	3270
[routing by layer]
metal  routed length, um  up-vias  GRT usage
li1                    -     1532          -
met5                   0        -          0
met4                  74        0     0.0188
met1                3740     1348      0.356
met3                 363        5     0.0434
met2                3190       69      0.338
[logic make-up after synthesis]
kind of cell	Yosys count
AND/OR/NAND/NOR	122
adder cells (fa/ha/maj)	6
AND-OR/OR-AND	154
XOR/XNOR	12
multiplexers	4
buffers and inverters	32
flip-flops	74
[placed cells by master (no fill, tap or decap), types with 2 or more instances in the layout]
master,instances
buf_4,4
o21ai_1,2
and3_1,5
xor2_1,10
o21ai_0,46
xnor2_1,2
clkinv_4,2
clkinv_2,3
dfxtp_1,74
or3_1,4
nand3_1,13
inv_1,5
clkbuf_8,9
a21oi_1,99
mux2i_1,3
clkdlybuf4s50_1,77
nand2_1,61
nor2_1,26
or4_4,2
ha_1,6
a31oi_1,3
[path summary, 6_finish.rpt]
check | start | to | slack (ns) | cells past startpoint
worst max-delay path | hcnt[10]$_SDFF_PP0_ | hcnt[10] | 9.11 | 1
worst min-delay path | buffer[21]$_SDFFE_PP0P_ | buffer[21]$_SDFFE_PP0P_ | 0.45 | 2
worst max register to register | hcnt[2]$_SDFF_PP0_ | buffer[0]$_SDFFE_PP0P_ | 11.11 | 5
worst min register to register | buffer[21]$_SDFFE_PP0P_ | buffer[21]$_SDFFE_PP0P_ | 0.45 | 2
Power is estimated from default activity; no workload was simulated.
